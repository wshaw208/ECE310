## /design/flow/config.mk

```make
export PLATFORM = sky130hd
export DESIGN_NAME = adler32
export DESIGN_NICKNAME = adler32
export VERILOG_FILES = /design/flow/design.v
export SDC_FILE = /design/flow/constraint.sdc
export NUM_CORES = 4
export LEC_CHECK = 1
export CORE_UTILIZATION = 50
```

## /design/flow/constraint.sdc

```tcl
current_design adler32

set clk_period 16.5
set clk_io_pct 0.2

create_clock -name clk0 -period $clk_period [get_ports {clock}]

set non_clock_inputs [all_inputs -no_clocks]
set_input_delay [expr $clk_period * $clk_io_pct] -clock clk0 $non_clock_inputs
set_output_delay [expr $clk_period * $clk_io_pct] -clock clk0 [all_outputs]
```

## /design/flow/design.v

```verilog
module adler32(
	input clock, rst_n,
	input size_valid,
	input[3:0] size_id,
	input[31:0] size,
	input data_valid,
	input[3:0] data_id,
	input[7:0] data,
	input checksum_ready,
	output reg size_ready,
	output reg data_ready,
	output reg checksum_valid,
	output reg [3:0] checksum_id,
	output reg [31:0] checksum
);
	reg [7:0] dataIn;
	reg [3:0] use_matrix = 0;
	reg [3:0] finish_matrix = 0;
	reg [3:0] id1, id2, id3, id4;
	reg [31:0] size1, size2, size3, size4;
	reg [15:0] a1, b1, a2, b2, a3, b3, a4, b4;
	always @ *
	begin
		dataIn <= data;
	end
	always @ (posedge clock)
	begin
		data_ready <= 1;
		if(!rst_n)
		begin
			size_ready <= 0;
			data_ready <= 0;
			use_matrix <= 0;
			finish_matrix <= 0;
			checksum_valid <= 0;
		end
		if(size_valid)
		begin
			if(use_matrix[3] == 0)
			begin
				id1 <= size_id;
				size1 <= size;
				a1 <= 1;
				b1 <= 0;
				use_matrix[3] <= 1;
				size_ready <= 1;
			end
			else
				if(use_matrix[2] == 0)
				begin
					id2 <= size_id;
					size2 <= size;
					a2 <= 1;
					b2 <= 0;
					use_matrix[2] <= 1;
					size_ready <= 1;
				end
				else
					if(use_matrix[1] == 0)
					begin
						id3 <= size_id;
						size3 <= size;
						a3 <= 1;
						b3 <= 0;
						use_matrix[1] <= 1;
						size_ready <= 1;
					end
					else
						if(use_matrix[0] == 0)
						begin
							id4 <= size_id;
							size4 <= size;
							a4 <= 1;
							b4 <= 0;	
							use_matrix [0] <= 1;
							size_ready <= 1;
						end	
						else
						begin
							size_ready <= 0;
						end
		end
		if(data_valid)
		begin
			case(data_id)
			id1:
			begin
				if(size1 >= 1)
				begin
					size1 <= (size1 - 1);  
					a1 <= (a1+dataIn >= 65521)?(a1+dataIn-65521):a1+dataIn;  
					b1 <= (b1+a1+dataIn >= 65521)?(b1+a1+dataIn-65521):b1+a1+dataIn;  
					data_ready <= 1;
				end	
				if(size1 == 1)
				begin
					if(a1+dataIn >= 65521 && b1+a1+dataIn >= 65521)
					begin
						checksum <= {(b1+a1+dataIn-65521),(a1+dataIn-65521)};
					end
					else if(a1+dataIn >= 65521)
					begin
						checksum <= {(b1+a1+dataIn),(a1+dataIn-65521)};
					end
					else if(b1+a1+dataIn >= 65521)
					begin
						checksum <= {(b1+a1+dataIn-65521),(a1+dataIn)};
					end
					else
					begin
						checksum <= {(b1+a1+dataIn),(a1+dataIn)};
					end
					finish_matrix[3] <= 1;
					checksum_valid <= 1;
					checksum_id <= id1;
				end
			end
			id2:
			begin
				if(size2 >= 1)
				begin
					size2 <= (size2 - 1);  
					a2 <= (a2+dataIn >= 65521)?(a2+dataIn-65521):a2+dataIn;  
					b2 <= (b2+a2+dataIn >= 65521)?(b2+a2+dataIn-65521):b2+a2+dataIn;  
					data_ready <= 1;
				end		
				if(size2 == 1)
				begin
					if(a2+dataIn >= 65521 && b2+a2+dataIn >= 65521)
					begin
						checksum <= {(b2+a2+dataIn-65521),(a2+dataIn-65521)};
					end
					else if(a2+dataIn >= 65521)
					begin
						checksum <= {(b2+a2+dataIn),(a2+dataIn-65521)};
					end
					else if(b2+a2+dataIn >= 65521)
					begin
						checksum <= {(b2+a2+dataIn-65521),(a2+dataIn)};
					end
					else
					begin
						checksum <= {(b2+a2+dataIn),(a2+dataIn)};
					end
					finish_matrix[2] <= 1;
					checksum_valid <= 1;
					checksum_id <= id2;
				end
			end
			id3:
			begin
				if(size3 >= 1)
				begin
					size3 <= (size3 - 1);  
					a3 <= (a3+dataIn >= 65521)?(a3+dataIn-65521):a3+dataIn;  
					b3 <= (b3+a3+dataIn >= 65521)?(b3+a3+dataIn-65521):b3+a3+dataIn;  
					data_ready <= 1;
				end	
				if(size3 == 1)
				begin
					if(a3+dataIn >= 65521 && b3+a3+dataIn >= 65521)
					begin
						checksum <= {(b3+a3+dataIn-65521),(a3+dataIn-65521)};
					end
					else if(a3+dataIn >= 65521)
					begin
						checksum <= {(b3+a3+dataIn),(a3+dataIn-65521)};
					end
					else if(b3+a3+dataIn >= 65521)
					begin
						checksum <= {(b3+a3+dataIn-65521),(a3+dataIn)};
					end
					else
					begin
						checksum <= {(b3+a3+dataIn),(a3+dataIn)};
					end
					finish_matrix[1] <= 1;
					checksum_valid <= 1;
					checksum_id <= id3;
				end				
			end
			id4:
			begin
				if(size4 >= 1)
				begin
					size4 <= (size4 - 1);  
					a4 <= (a4+dataIn >= 65521)?(a4+dataIn-65521):a4+dataIn;  
					b4 <= (b4+a4+dataIn >= 65521)?(b4+a4+dataIn-65521):b4+a4+dataIn;  
					data_ready <= 1;
				end	
				if(size4 == 1)
				begin
					if(a4+dataIn >= 65521 && b4+a4+dataIn >= 65521)
					begin
						checksum <= {(b4+a4+dataIn-65521),(a4+dataIn-65521)};
					end
					else if(a4+dataIn >= 65521)
					begin
						checksum <= {(b4+a4+dataIn),(a4+dataIn-65521)};
					end
					else if(b4+a4+dataIn >= 65521)
					begin
						checksum <= {(b4+a4+dataIn-65521),(a4+dataIn)};
					end
					else
					begin
						checksum <= {(b4+a4+dataIn),(a4+dataIn)};
					end
					finish_matrix[0] <= 1;
					checksum_valid <= 1;
					checksum_id <= id4;
				end
			end
			default:
			begin
			end
			endcase
		end
		if(checksum_ready)
		begin
			if(finish_matrix[3] == 1)
			begin
				checksum_valid <= 0;
				use_matrix[3] <= 0;
				finish_matrix[3] <= 0;
			end
			else
				if(finish_matrix[2] == 1)
				begin
					checksum_valid <= 0;
					use_matrix[2] <= 0;
					finish_matrix[2] <= 0;
				end
				else
					if(finish_matrix[1] == 1)
					begin
						checksum_valid <= 0;
						use_matrix[1] <= 0;
						finish_matrix[1] <= 0;
					end
					else
						if(finish_matrix[0] == 1)
						begin
							checksum_valid <= 0;
							use_matrix[0] <= 0;
							finish_matrix[0] <= 0;
						end	
		end
	end
endmodule
```

## /design/flow/run.sh

```bash
#!/bin/bash
# OpenROAD 26Q1-2900-gdf79404cd8, Yosys 0.63+post, stock flow scripts
make -C /OpenROAD-flow-scripts/flow DESIGN_CONFIG=/design/flow/config.mk WORK_HOME=/design/flow/orfs finish
```

==> impl.org <==
#+TITLE: Synthesis and PnR summary

** STA
- Setup TNS :: 0 ns
- The final timing summary puts the cycle share of the worst path at 0.516.
- Headroom to the max-slew limit :: 0.367
- Max-slew violation total from the final report :: 0
- The highest clock rate this design can be run at is 118 MHz.
- Count of endpoints failing setup in the final report :: 0
- RSZ-0062 raised after global routing :: false
- The final hold violation count recorded for this run is 0.
- Setup slack on the critical path of the routed design comes to 7.99 ns.
- Post-route worst hold slack :: 0.443 ns
- Looking at the max-slew report, the worst-margin pin has a slew of 0.947 ns.
- Post-Route Skew :: 0.0254 ns
- The final timing report derives a shortest allowable period of 8.51 ns.

** Clock tree
- The clock passes through at most 3 buffers.
- Clk sinks :: 319
- Postcts setup bufs :: 0
- Clock transition at path regs :: 0.06 ns
- TritonCTS Buffers :: 39
- Clock latency of the later-clocked register in the worst-skew pair :: 0.58 ns
- Htree depth :: 2
- Hold repair after CTS inserted 0 buffers.
- Looking at the clock tree report, the root buffer type is clkbuf_16.
- Gates resized during post-CTS repair numbered 0.
- Clock tree from TritonCTS :: yes

** Setup path
- Worst EP arrival :: 8.82 ns
- Among all stages on the critical path, the largest delay is contributed by clkdlybuf4s50_1.
- Chain of cells forming the critical path :: clkdlybuf4s50_1 > fa_1 > ha_1 > fa_1 > a211oi_2 > o32ai_1 > nor4b_2 > nand4_1 > or3_1 > a211o_1 > o21ai_2 > nand4_1 > xnor2_1 > o22ai_1 > o31a_1
- Type of element launching the critical path :: primary input
- Peak fanout along the critical path :: 14
- Setup slack of the worst register-to-register path :: 11.25 ns
- The worst register-to-register path begins at a3[1].
- CP peak stage delay :: 0.81 ns
- The data required time reported for the critical path is 16.82 ns.
- Worst Setup Path Type :: in2reg
- STA classifies the critical path endpoint as a flip-flop.
- Crit path launch :: data[0]

** Cells and area
- Dominant logic cell types in the final layout :: 317 x o21ai_0, 311 x nand2_1, 297 x nor2_1, 266 x dfxtp_1, 208 x a21oi_1
- Summing all non-filler instances in the final layout gives an area of 26,900 sq um.
- Among logic cells in the layout, the one with the most instances is o21ai_0.
- The layout has 4,191 filler cells.
- Area delta synth->final :: 11.7%
- In the final layout, the share of cells above drive strength 1 is 0.0534.

** Placement
- The placement summary gives the final routability congestion estimate as 1.04.
- I/O Buffers :: 91
- Once placement finished, the instance area stood at 25,600 sq um.
- The pre-CTS setup check shows a worst slack of 7.56 ns.
- According to the dpl log, the detail-placed design has an HPWL of 66.6 mm.

** Yosys
- The mapped netlist covers 24,100 sq um.
- Synthesis produced 3,091 cells.
- For this run, the register share of the synthesized area comes to 0.287.
- dfxtp_1 takes more of the synthesized area than any other cell.
- Count of library flops with an enable pin :: 53
- Register bit total from synthesis :: 319
- Chip area estimate from yosys synthesis :: 24,100 sq um
- Count of warnings emitted by yosys :: 1
- The number of different library cells used by synthesis comes to 98.
- By area the synthesized netlist is led by dfxtp_1 22%, ha_1 7.7%, o21ai_0 6.6%, edfxtp_1 6.6%, nand2_1 4.9%.
- Share of the synthesized area in the top cell type :: 0.221
- Flip-flop cell with the highest count after synthesis :: dfxtp_1
- The number of cells reported by Yosys stat comes to 3,091.
- Counting flops with an async set or reset pin after synthesis yields a share of 0.
- A synthesized cell averages 7.80 sq um.

** GRT
- First-pass GRT wire length :: 131 mm
- Total congestion overflow after global routing :: 0
- The number of antenna violations at the first check in global routing is 3.
- Entering global routing, the biggest net connects 72 pins.
- Number of global-route vias before repair :: 21,600
- GRT Resource Usage Total :: 0.360

** Drt
- Vias per cell :: 6.36
- Sum of routed wire length over all layers :: 86.6 mm
- Routed vias :: 24,000
- Remaining number of nets flagged by the antenna check after routing :: 0
- 1st-pass router iterations :: 5
- Wire length per cell :: 22.9 um
- Count of unresolved DRC violations after routing :: 0
- Number of diodes added for antenna fixing :: 0
- Drt initial violations :: 2,140

** Pwr
- IR analysis of the VDD net gives a maximum drop of 99.1 uV.
- Leakage power summed over all cells :: 10.5 nW
- Power density cells :: 150 nW/um^2

** Flow run
- Count of maximum capacitance violations :: 0
- Summing over the stages, the warning tally comes to 37.

** Outcome
- The flow ran to the end, and the final reports show no timing, DRC or antenna violations.

** Hold path
- Worst hold-check path type :: reg2reg
- In this run the most critical hold path is launched from size1[31].

** Floorplan
- Floorplan die width :: 222 um
- According to the floorplan report, the die height is 222 um.
- Io pins :: 92
- Total die size :: 49,100 sq um
- The floorplan step defined a core boundary enclosing 47,600 sq um.
- Number of placement rows :: 80
- Fp_density :: 0.506
per-stage QoR:
step	utilization	total power, mW	std cells
floorplan	-	2.57	3091
global placement	0.537	3.07	3706
detailed placement	0.537	3.08	3706
CTS	0.565	4.00	3777
global route	0.565	4.30	3777
finish	0.565	4.03	3777
worst max-delay path, delay by kind of cell:
family / cells / cell delay, ns
fa+ha+maj: 3 / 1.26
xor+xnor: 1 / 0.23
simple gates: 4 / 1.22
buf+inv: 1 / 0.81
compound gates: 6 / 1.98
report_power, final:
part           switching, mW  internal (mW)  total, mW
registers              0.192          0.997       1.19
clock network          0.373          0.537      0.909
logic                   1.18          0.752       1.93
per-layer routing:
metal | global-route usage | share of wire
met5 | 0 | 0.00028
met1 | 0.534 | 0.44
met2 | 0.511 | 0.42
met4 | 0.0766 | 0.025
met3 | 0.139 | 0.12
kinds of logic (layout without fill, tap and decap cells):
family | after synthesis | count (layout) | share of synthesized area
compound gates | 954 | 954 | 0.256
xor+xnor | 174 | 174 | 0.0635
fa+ha+maj | 188 | 188 | 0.110
buf+inv | 229 | 300 | 0.0370
flops | 319 | 319 | 0.287
mux | 11 | 11 | 0.00462
simple gates | 1216 | 1216 | 0.242
cell usage after synthesis (53+ instances only):
cell type	n
dfxtp_1	266
xor2_1	62
nor2_1	298
edfxtp_1	53
clkbuf_1	100
nor3_1	113
nand2_1	313
ha_1	148
nand3_1	199
xnor2_1	111
inv_1	97
o21ai_0	318
a21oi_1	208
final cells by class:
type / count / area, sq um / area share
well taps: 615 / 769 / 0.0286
clock inverters: 18 / 204 / 0.00757
flip-flops and latches: 319 / 6920 / 0.257
repair buffers: 130 / 1200 / 0.0447
multi-input cells: 2543 / 16300 / 0.606
clock buffers: 53 / 1140 / 0.0424
inverters: 99 / 372 / 0.0138
final timing paths:
check                  to  cells after the start
max          checksum[24]                     15
min             size1[31]                      2
max reg2reg  checksum[24]                     14
min reg2reg     size1[31]                      2
sequential cells by signal, indices dropped and copies added, names as in the netlist, 4 cells and up:
signal	count
b2	16
size4	32
a3	16
id2	4
size1	32
finish_matrix	4
a2	16
id4	4
size2	32
checksum_id	4
b4	16
b3	16
id1	4
a4	16
b1	16
id3	4
a1	16
use_matrix	4
checksum	32
size3	32
Power is estimated from default activity; no workload was simulated.
